[flow/config.mk]
export PLATFORM = sky130hd
export DESIGN_NAME = interpolation_2
export DESIGN_NICKNAME = interpolation_2
export VERILOG_FILES = /design/flow/design.v
export SDC_FILE = /design/flow/constraint.sdc
export NUM_CORES = 4
export LEC_CHECK = 1
export CORE_UTILIZATION = 30
[flow/constraint.sdc]
current_design interpolation_2

set clk_period 17.6
set clk_io_pct 0.2

create_clock -name clk0 -period $clk_period

set non_clock_inputs [all_inputs -no_clocks]
set_input_delay [expr $clk_period * $clk_io_pct] -clock clk0 $non_clock_inputs
set_output_delay [expr $clk_period * $clk_io_pct] -clock clk0 [all_outputs]
[flow/design.v]
module bilinear_cal #(
    parameter WIDTH = 8,                                                                 
    parameter FIXED = 24                                                                 
) (
    input logic [WIDTH-1:0] i_pixel_00, i_pixel_01,                                      
    input logic [WIDTH-1:0] i_pixel_10, i_pixel_11,                                      
    input logic [WIDTH-1:0] i_x_ori, i_y_ori,                                            
    input logic [FIXED-1:0] i_x_ne, i_y_ne,                                              
    output logic [FIXED-1:0] o_result                                                    
);
    localparam ONE = 24'h000100 ;
    logic [FIXED-1:0] pixel_00_d, pixel_01_d; 
    logic [FIXED-1:0] pixel_10_d, pixel_11_d; 
    logic [FIXED-1:0] x_ori_d, y_ori_d; 
    logic [FIXED-1:0] x_y1_d; 
    logic [FIXED+8-1:0] x_y10_d, x_y11_d; 
    logic [FIXED-1:0] x_y2_d;
    logic [FIXED+8-1:0] x_y20_d, x_y21_d;
    logic [FIXED+8-1:0] x_y_0d, x_y_1d;
    assign pixel_00_d = {8'd0, i_pixel_00, 8'd0}; 
    assign pixel_01_d = {8'd0, i_pixel_01, 8'd0};
    assign pixel_10_d = {8'd0, i_pixel_10, 8'd0}; 
    assign pixel_11_d = {8'd0, i_pixel_11, 8'd0}; 
    assign x_ori_d    = {8'd0, i_x_ori, 8'd0}; 
    assign y_ori_d    = {8'd0, i_y_ori, 8'd0}; 
    always_comb begin
        x_y10_d = (x_ori_d + ONE - i_x_ne) * pixel_00_d; 
        x_y11_d = (i_x_ne - x_ori_d)       * pixel_01_d;
        x_y1_d  = x_y10_d[FIXED+8-1:WIDTH] + x_y11_d[FIXED+8-1:WIDTH]; 
        x_y20_d = (x_ori_d + ONE - i_x_ne) * pixel_10_d; 
        x_y21_d = (i_x_ne - x_ori_d)       * pixel_11_d; 
        x_y2_d  = x_y20_d[FIXED+8-1:WIDTH] + x_y21_d[FIXED+8-1:WIDTH];
        x_y_0d  =  (y_ori_d + ONE - i_y_ne) * x_y1_d; 
        x_y_1d  =  (i_y_ne - y_ori_d)       * x_y2_d;
        o_result = x_y_0d[FIXED+8-1:WIDTH]  + x_y_1d[FIXED+8-1:WIDTH];
    end 
endmodule 
module interpolation_2 #(
   parameter WIDTH = 8,                                                                                     
   parameter FIXED = 24                                                                                     
) (
   input logic [WIDTH-1:0] i_pixel_00, i_pixel_01, i_pixel_02, i_pixel_03, i_pixel_04,                       
   input logic [WIDTH-1:0] i_pixel_10, i_pixel_11,             i_pixel_13, i_pixel_14,                       
   input logic [WIDTH-1:0] i_pixel_20,             i_pixel_22,             i_pixel_24,                       
   input logic [WIDTH-1:0] i_pixel_30, i_pixel_31,             i_pixel_33, i_pixel_34,                       
   input logic [WIDTH-1:0] i_pixel_40, i_pixel_41, i_pixel_42, i_pixel_43, i_pixel_44,                       
   output logic [WIDTH-1:0] o_pixel_center,                                                                  
   output logic [WIDTH-1:0] o_q_ne_0, o_q_ne_2, o_q_ne_4, o_q_ne_6,                                          
   output logic [FIXED-1:0] o_q_ne_1, o_q_ne_3, o_q_ne_5, o_q_ne_7                                           
);
   localparam X_CORDINATE_1 = 24'h00036A, Y_CORDINATE_1 = 24'h00036A; 
   localparam X_CORDINATE_3 = 24'h000096, Y_CORDINATE_3 = 24'h00036A; 
   localparam X_CORDINATE_5 = 24'h000096, Y_CORDINATE_5 = 24'h000096;
   localparam X_CORDINATE_7 = 24'h00036A, Y_CORDINATE_7 = 24'h000096; 
   assign o_q_ne_0 = i_pixel_24; 
   bilinear_cal #(
      .WIDTH         (WIDTH), 
      .FIXED         (FIXED)
   )K_1(
      .i_pixel_00    (i_pixel_33),
      .i_pixel_01    (i_pixel_34),
      .i_pixel_10    (i_pixel_43),
      .i_pixel_11    (i_pixel_44),
      .i_x_ori       (X_CORDINATE_1[15:8]), 
      .i_y_ori       (Y_CORDINATE_1[15:8]),
      .i_x_ne        (X_CORDINATE_1), 
      .i_y_ne        (Y_CORDINATE_1),
      .o_result      (o_q_ne_1)
   ); 
   assign o_q_ne_2 = i_pixel_42; 
   bilinear_cal #(
      .WIDTH         (WIDTH), 
      .FIXED         (FIXED)
   )K_3(
      .i_pixel_00    (i_pixel_30),
      .i_pixel_01    (i_pixel_31),
      .i_pixel_10    (i_pixel_40),
      .i_pixel_11    (i_pixel_41),
      .i_x_ori       (X_CORDINATE_3[15:8]), 
      .i_y_ori       (Y_CORDINATE_3[15:8]),
      .i_x_ne        (X_CORDINATE_3), 
      .i_y_ne        (Y_CORDINATE_3),
      .o_result      (o_q_ne_3)
   ); 
   assign o_q_ne_4 = i_pixel_20; 
   bilinear_cal #(
      .WIDTH         (WIDTH), 
      .FIXED         (FIXED)
   )K_5(
      .i_pixel_00    (i_pixel_00),
      .i_pixel_01    (i_pixel_01),
      .i_pixel_10    (i_pixel_10),
      .i_pixel_11    (i_pixel_11),
      .i_x_ori       (X_CORDINATE_5[15:8]), 
      .i_y_ori       (Y_CORDINATE_5[15:8]),
      .i_x_ne        (X_CORDINATE_5), 
      .i_y_ne        (Y_CORDINATE_5),
      .o_result      (o_q_ne_5)
   );
   assign o_q_ne_6 = i_pixel_02; 
   bilinear_cal #(
      .WIDTH         (WIDTH), 
      .FIXED         (FIXED)
   )K_7(
      .i_pixel_00    (i_pixel_03),
      .i_pixel_01    (i_pixel_04),
      .i_pixel_10    (i_pixel_13),
      .i_pixel_11    (i_pixel_14),
      .i_x_ori       (X_CORDINATE_7[15:8]), 
      .i_y_ori       (Y_CORDINATE_7[15:8]),
      .i_x_ne        (X_CORDINATE_7), 
      .i_y_ne        (Y_CORDINATE_7),
      .o_result      (o_q_ne_7)
   );
   assign o_pixel_center = i_pixel_22; 
endmodule
[flow/run.sh]
#!/bin/bash
# OpenROAD 26Q1-2900-gdf79404cd8, Yosys 0.63+post, stock flow scripts
make -C /OpenROAD-flow-scripts/flow DESIGN_CONFIG=/design/flow/config.mk WORK_HOME=/design/flow/orfs finish
==> impl_metrics.json <==
{
  "status": "finished, final reports clean",
  "ios": 304,
  "grt_max_degree": 8,
  "design.seq.count": 0,
  "drv_slew": 0,
  "period_used_pct": 96.5,
  "yosysUniqueCellTypes": 82,
  "grt_pass1_vias": 28042,
  "finalNonFillerCells": 6217,
  "first_pass_iters": 26,
  "syn_area_per_cell_um2": 8.53,
  "cp_slowest_cell": "clkdlybuf4s50_1",
  "synthesis.area_mm2": 0.0376,
  "endpoint_kind": "primary output",
  "arrival_ps": 13470,
  "ys_cells": 4408,
  "dieArea_mm2": 0.127,
  "via_per_inst": 4.56,
  "ys_seq_share_pct": 0,
  "ys_area_mm2": 0.0376,
  "warnings": 44,
  "required_ps": 14080,
  "max_slew_margin_pct": 43.2,
  "top_area_cell": "ha_1",
  "routed_wl_um": 71400,
  "wl_per_cell_um": 11.5,
  "grt-ovfl-total": 0,
  "syn_inst": 4408,
  "cp_slowest_stage_delay_ps": 540,
  "tightest_slew_ps": 841,
  "drv_cap": 0,
  "grt_antenna_before_repair": 3,
  "timing.hold.ws_ps": 7040,
  "busiest_layer": "met2",
  "finalHoldViolCount": 0,
  "startpoint_type": "input pin",
  "grt_pass1_wl_um": 128000,
  "grtUsageMet2_pct": 20.2,
  "die_w_um": 356,
  "drcViolationCount": 0,
  "use_met1_pct": 17.8,
  "finalCoreUtilization_pct": 33.4,
  "top_cell_area_share_pct": 39.6,
  "ant_nets": 0,
  "die_h_um": 356,
  "critPathKind": "in2out",
  "hold_start": "i_pixel_22[0]",
  "setup_violations": 0,
  "grt.total_usage_pct": 12.0,
  "path_max_fanout": 7,
  "min_period_ps": 16990,
  "gp_congestion": 0.890,
  "fin_tns_setup_ps": 0,
  "drtIter0Drc": 731,
  "synth_warnings": 1,
  "vias": 28367,
  "seq_area_um2": 0,
  "core_mm2": 0.124,
  "hold_class": "in2out",
  "fmax_mhz": 58.9,
  "syn2layout_area_growth_pct": 10.3,
  "final_layout_size_suffix_gt1_share_pct": 1.55,
  "numPortBuffers": 200,
  "hpwl_um": 66800,
  "dp.cells": 6213,
  "use_met3_pct": 0.847,
  "crit_start": "i_pixel_31[6]",
  "synthTopCellsByArea": "ha_1 40%, fa_1 17%, inv_1 9.2%, xnor2_1 6.4%, a21oi_1 3.4%",
  "clock_buffers": 0,
  "cts_hold_buf": 0,
  "rows": 129,
  "crit_top_cell": "ha_1",
  "fp_util_pct": 30.3
}
## stage by stage
stage,cell area (µm²),setup slack [ps]
after floorplan,37700,2230
after global placement,41300,313
after detailed placement,41300,321
after CTS,41300,259
after global routing,41500,-8.96
final,41500,609
## repair_timing
item                                    4_1_cts  5_1_grt
gates resized                                 0       33
setup buffers                                 0        0
endpoints found under the setup margin        0       12
## cells by family after synthesis
family	synth area share [%]
XOR/XNOR	8.85
adder cells (fa/ha/maj)	56.9
AND/OR/NAND/NOR	10.2
buffers and inverters	10.4
AND-OR/OR-AND	13.5
other	0.00998
multiplexers	0.133
## placed cells by master, fill, tap and decap left out, drive strengths merged, types with 15 or more instances in the layout
cell type and count:
nor3 89, a21boi 20, or3 20, o211ai 29, nand3 52, a21oi 253, nand4 24, nor2b 53
nor2 224, nand2b 41, inv 917, a21o 90, o21a 44, conb 24, fa 324, clkdlybuf4s50 197
a211oi 16, xor2 106, xnor2 274, nor4 15, o21bai 62, o21ai 120, a31oi 27, a2111oi 15
and3 39, and2 16, nand2 110, ha 1190
## layout make-up
class / instances / area [µm²]
fill: 12702 / 82500
multi-input combinational: 3449 / 33900
inverter: 917 / 3440
timing repair buffer: 210 / 2080
tap: 1637 / 2050
antenna: 4 / 10.0
## metal layers
layer  share of wire (%)  routed length (µm)
met1                  51               36600
met2                  46               32500
met3                 2.5                1790
met4                0.67                 478
met5                   0                   0
## synth_stat cells, types with 8 or more instances
| cell | n |
|---|---|
| o21bai_1 | 62 |
| o21ai_0 | 118 |
| inv_1 | 917 |
| a2111oi_0 | 14 |
| or4_1 | 8 |
| a21o_1 | 90 |
| o31ai_1 | 10 |
| nor2_1 | 224 |
| nor2b_1 | 53 |
| nand3_1 | 52 |
| buf_4 | 64 |
| nand2b_1 | 41 |
| or3_1 | 20 |
| o211ai_1 | 27 |
| o21a_1 | 44 |
| and3_1 | 39 |
| xnor2_1 | 274 |
| nand4_1 | 24 |
| a31oi_1 | 25 |
| a211oi_1 | 15 |
| a21oi_1 | 252 |
| nor3_1 | 89 |
| ha_1 | 1190 |
| xor2_1 | 106 |
| nand2_1 | 110 |
| a21boi_0 | 19 |
| fa_1 | 324 |
| or2_2 | 13 |
| nor4_1 | 15 |
| and2_1 | 16 |
## worst paths after layout
| check | to | slack, ps | cells after the start |
|---|---|---|---|
| worst max-delay path | o_q_ne_3[16] | 610 | 42 |
| worst min-delay path | o_pixel_center[0] | 7040 | 0 |
## critical path: cells and delay by family
kind	cells	cell delay (ps)
AND-OR/OR-AND	11	1780
buffers and inverters	8	1370
adder cells (fa/ha/maj)	12	4510
XOR/XNOR	2	280
AND/OR/NAND/NOR	9	2010
