==> flow/design.v <==
module classifi(
    input logic i_clk,
    input logic i_rst,
    input logic i_enable,
    input logic [59:0] i_din,
    output logic [4:0] o_dout
);
    logic [59:0] average [4:0];
    logic [59:0] min;
    logic [59:0] cal_temp;
    logic [4:0] in_region;
    logic [2:0] min_locate;
    logic [59:0]MIN_LABEL_1 = 60'hffffffffed5c28f;
    logic [59:0]MAX_LABEL_1 = 60'h00000000248f5c3;
    logic [59:0]MIN_LABEL_2 = 60'hffffffffef3d70a;
    logic [59:0]MAX_LABEL_2 = 60'h0000000019147ae;
    logic [59:0]MIN_LABEL_3 = 60'hffffffffe370a3d;
    logic [59:0]MAX_LABEL_3 = 60'h000000000e8f5c3;
    logic [59:0]MIN_LABEL_4 = 60'hffffffffa866666;
    logic [59:0]MAX_LABEL_4 = 60'h000000000ad70a4;
    logic [59:0]MIN_LABEL_5 = 60'hffffffffa4c28f6;
    logic [59:0]MAX_LABEL_5 = 60'h000000000751eb8;
    assign average[0] = (MAX_LABEL_1 + MIN_LABEL_1) / 2;
    assign average[1] = (MAX_LABEL_2 + MIN_LABEL_2) / 2;
    assign average[2] = (MAX_LABEL_3 + MIN_LABEL_3) / 2;
    assign average[3] = (MAX_LABEL_4 + MIN_LABEL_4) / 2;
    assign average[4] = (MAX_LABEL_5 + MIN_LABEL_5) / 2;
    always_comb begin
        in_region[0] = (signed'(i_din) >= signed'(MIN_LABEL_1) && signed'(i_din) <= signed'(MAX_LABEL_1)) ? 1'b1 : 1'b0;
        in_region[1] = (signed'(i_din) >= signed'(MIN_LABEL_2) && signed'(i_din) <= signed'(MAX_LABEL_2)) ? 1'b1 : 1'b0;
        in_region[2] = (signed'(i_din) >= signed'(MIN_LABEL_3) && signed'(i_din) <= signed'(MAX_LABEL_3)) ? 1'b1 : 1'b0;
        in_region[3] = (signed'(i_din) >= signed'(MIN_LABEL_4) && signed'(i_din) <= signed'(MAX_LABEL_4)) ? 1'b1 : 1'b0;
        in_region[4] = (signed'(i_din) >= signed'(MIN_LABEL_5) && signed'(i_din) <= signed'(MAX_LABEL_5)) ? 1'b1 : 1'b0;
    end
    always @(*) begin
        min = 60'hFFFFFFFFFFFFFFF;  
        min_locate = 3'dx;          
        for (int i = 0; i < 5; i++) begin
            if (in_region[i]) begin
                if (min == 60'hFFFFFFFFFFFFFFF) begin
                    min = i_din - average[i];
                    min_locate = i[2:0]; 
                end else begin
                    cal_temp = i_din - average[i]; 
                    if (cal_temp[59] & ~min[59]) begin
                        min = cal_temp; 
                        min_locate = i[2:0]; 
                    end else if (cal_temp[59] & min[59] | ~cal_temp[59] & ~min[59]) begin
                        if (min >= cal_temp) begin
                            min = cal_temp; 
                            min_locate = i[2:0];
                        end
                    end 
                end
            end
        end
    end
    always_ff @(posedge i_clk or posedge i_rst) begin
        if (i_rst) begin
            o_dout <= 5'd0;
        end else if (i_enable) begin
            o_dout <= 5'd0;       
            o_dout[min_locate] <= 1'b1;  
        end
    end
endmodule
==> flow/run.sh <==
#!/bin/bash
# OpenROAD 26Q1-2900-gdf79404cd8, Yosys 0.63+post, stock flow scripts
make -C /OpenROAD-flow-scripts/flow DESIGN_CONFIG=/design/flow/config.mk WORK_HOME=/design/flow/orfs finish
==> flow/config.mk <==
export PLATFORM = sky130hd
export DESIGN_NAME = classifi
export DESIGN_NICKNAME = classifi
export VERILOG_FILES = /design/flow/design.v
export SDC_FILE = /design/flow/constraint.sdc
export NUM_CORES = 4
export LEC_CHECK = 1
export CORE_UTILIZATION = 50
==> flow/constraint.sdc <==
current_design classifi

set clk_period 1.5
set clk_io_pct 0.2

create_clock -name clk0 -period $clk_period [get_ports {i_clk}]

set non_clock_inputs [all_inputs -no_clocks]
set_input_delay [expr $clk_period * $clk_io_pct] -clock clk0 $non_clock_inputs
set_output_delay [expr $clk_period * $clk_io_pct] -clock clk0 [all_outputs]
==> GITHUB_STEP_SUMMARY <==
## Implementation flow summary

| Metric | Value |
|---|---|
| Result of the run | aborted with a tool error |
| Last stage reached | 5_1_grt |
| Error Message | [ERROR GRT-0232] Routing congestion too high. Check the congestion heatmap in the GUI. |
| Avg Cell Area, Syn | 6.79 um2 |
| CTS buffer count | 3 |
| Number of hold-repair buffers added at the cts stage | 0 |
| Share of flip-flops with an asynchronous set or reset after synthesis | 100% |
| # H-tree levels | 1 |
| HPWL Detailed | 60.1 mm |
| Registers, synthesis | 5 |
| Weighted congestion reported at the end of routability-driven placement | 1.14 |
| Post-synth design cell area | 14700 um2 |
| Chip area estimate from yosys synthesis | 14700 um2 |
| Port-buffer cells | 67 |
| Primary FF master, synth | sky130_fd_sc_hd__dfrtp_1 |
| Dominant cells by area after synthesis | sky130_fd_sc_hd__ha_1 22%, sky130_fd_sc_hd__xnor2_1 9.5%, sky130_fd_sc_hd__a21oi_1 4.9%, sky130_fd_sc_hd__nor2_1 4.6%, sky130_fd_sc_hd__nand2_1 4.3% |
| Number of clock sinks | 5 |
| Number of rows created at floorplan | 62 |
| Commonest cells in the netlist | 262 x sky130_fd_sc_hd__ha_1, 182 x sky130_fd_sc_hd__nor2_1, 167 x sky130_fd_sc_hd__nand2_1, 160 x sky130_fd_sc_hd__xnor2_1, 145 x sky130_fd_sc_hd__a21oi_1 |
| GRT repair_timing worst endpoint | o_dout[2]$_DFFE_PP0P_/D |
| Worst End Pin Type | sequential cell input |
| Dominant cell area share | 22.2% |
| Maximum number of pins on one net before global-route repair | 26 |
| Tally of unique sky130hd cells used after synthesis | 91 |
| I/O pin total | 68 |
| Floorplan die width | 174 um |
| Library cell occupying the most area in the post-synthesis netlist | sky130_fd_sc_hd__ha_1 |
| Number of buffers on the longest clock path | 2 |
| Yosys cell count | 2172 |
| Total cell area at the placement stage | 21400 um2 |
| Portion of the post-synthesis area used by sequential elements | 0.848% |
| DIE HEIGHT | 174 um |
| Yosys warning total | 2 |
| CTS Root Buffer Type | sky130_fd_sc_hd__clkbuf_16 |
| Floorplan utilization | 51.1% |
| Post-synth tally of flip-flops with integrated enable | 0 |
| Placed Instances | 3233 |
| Gate count of the mapped netlist | 2172 |
| Yosys top cell by instances | sky130_fd_sc_hd__ha_1 |
[metrics by stage]
step,setup WS (ns),hold WS [ns]
after CTS,-11.50,0.297
after detailed placement,-13.04,0.510
after global placement,-12.72,0.497
after floorplan,-11.27,0.0785
[kinds of logic after synthesis]
logic type	after synthesis	synth area share [%]
multiplexers	77	5.43
AND/OR/NAND/NOR	815	28.6
AND-OR/OR-AND	526	23.0
flip-flops	5	0.848
XOR/XNOR	216	12.8
adder cells (fa/ha/maj)	262	22.2
buffers and inverters	271	7.13
[timing repair]
item / 4_1_cts
pin swaps: 64
resized: 152
setup buffers: 77
setup endpoints to repair: 5
cloned: 5
