<file path="config.mk">
export PLATFORM = sky130hd
export DESIGN_NAME = interpolation_8
export DESIGN_NICKNAME = interpolation_8
export VERILOG_FILES = /design/flow/design.v
export SDC_FILE = /design/flow/constraint.sdc
export NUM_CORES = 4
export LEC_CHECK = 1
export CORE_UTILIZATION = 50
</file>
<file path="constraint.sdc">
current_design interpolation_8

set clk_period 18.1
set clk_io_pct 0.2

create_clock -name clk0 -period $clk_period

set non_clock_inputs [all_inputs -no_clocks]
set_input_delay [expr $clk_period * $clk_io_pct] -clock clk0 $non_clock_inputs
set_output_delay [expr $clk_period * $clk_io_pct] -clock clk0 [all_outputs]
</file>
<file path="design.v">
module bilinear_cal #(
    parameter WIDTH = 8,                                                                 
    parameter FIXED = 24                                                                 
) (
    input logic [WIDTH-1:0] i_pixel_00, i_pixel_01,                                      
    input logic [WIDTH-1:0] i_pixel_10, i_pixel_11,                                      
    input logic [WIDTH-1:0] i_x_ori, i_y_ori,                                            
    input logic [FIXED-1:0] i_x_ne, i_y_ne,                                              
    output logic [FIXED-1:0] o_result                                                    
);
    localparam ONE = 24'h000100 ;
    logic [FIXED-1:0] pixel_00_d, pixel_01_d; 
    logic [FIXED-1:0] pixel_10_d, pixel_11_d; 
    logic [FIXED-1:0] x_ori_d, y_ori_d; 
    logic [FIXED-1:0] x_y1_d; 
    logic [FIXED+8-1:0] x_y10_d, x_y11_d; 
    logic [FIXED-1:0] x_y2_d;
    logic [FIXED+8-1:0] x_y20_d, x_y21_d;
    logic [FIXED+8-1:0] x_y_0d, x_y_1d;
    assign pixel_00_d = {8'd0, i_pixel_00, 8'd0}; 
    assign pixel_01_d = {8'd0, i_pixel_01, 8'd0};
    assign pixel_10_d = {8'd0, i_pixel_10, 8'd0}; 
    assign pixel_11_d = {8'd0, i_pixel_11, 8'd0}; 
    assign x_ori_d    = {8'd0, i_x_ori, 8'd0}; 
    assign y_ori_d    = {8'd0, i_y_ori, 8'd0}; 
    always_comb begin
        x_y10_d = (x_ori_d + ONE - i_x_ne) * pixel_00_d; 
        x_y11_d = (i_x_ne - x_ori_d)       * pixel_01_d;
        x_y1_d  = x_y10_d[FIXED+8-1:WIDTH] + x_y11_d[FIXED+8-1:WIDTH]; 
        x_y20_d = (x_ori_d + ONE - i_x_ne) * pixel_10_d; 
        x_y21_d = (i_x_ne - x_ori_d)       * pixel_11_d; 
        x_y2_d  = x_y20_d[FIXED+8-1:WIDTH] + x_y21_d[FIXED+8-1:WIDTH];
        x_y_0d  =  (y_ori_d + ONE - i_y_ne) * x_y1_d; 
        x_y_1d  =  (i_y_ne - y_ori_d)       * x_y2_d;
        o_result = x_y_0d[FIXED+8-1:WIDTH]  + x_y_1d[FIXED+8-1:WIDTH];
    end 
endmodule 
module interpolation_8 #(
    parameter WIDTH = 8,                                                                                                                                     
    parameter FIXED = 24                                                                                                                                     
) (
   input logic [WIDTH-1:0]                                                 i_pixel_08,                                                                      
   input logic [WIDTH-1:0]             i_pixel_22, i_pixel_23,                                     i_pixel_213, i_pixel_214,                                
   input logic [WIDTH-1:0]             i_pixel_32, i_pixel_33,                                     i_pixel_313, i_pixel_314,                                
   input logic [WIDTH-1:0] i_pixel_80,                                                                                          i_pixel_816,                
   input logic [WIDTH-1:0]             i_pixel_132, i_pixel_133,                                     i_pixel_1313, i_pixel_1314,                            
   input logic [WIDTH-1:0]             i_pixel_142, i_pixel_143,                                     i_pixel_1413, i_pixel_1414,                            
   input logic [WIDTH-1:0]                                                 i_pixel_168,                                                                     
   output logic [WIDTH-1:0] o_q_ne_0, o_q_ne_2, o_q_ne_4, o_q_ne_6,                                                                                         
   output logic [FIXED-1:0] o_q_ne_1, o_q_ne_3, o_q_ne_5, o_q_ne_7                                                                                          
);
   localparam X_CORDINATE_1 = 24'h000DA8, Y_CORDINATE_1 = 24'h000DA8; 
   localparam X_CORDINATE_3 = 24'h000258, Y_CORDINATE_3 = 24'h000DA8; 
   localparam X_CORDINATE_5 = 24'h000258, Y_CORDINATE_5 = 24'h000258;
   localparam X_CORDINATE_7 = 24'h000DA8, Y_CORDINATE_7 = 24'h000258;
    assign o_q_ne_0 = i_pixel_816; 
    bilinear_cal K_1(
       .i_pixel_00    (i_pixel_1313),
       .i_pixel_01    (i_pixel_1314),
       .i_pixel_10    (i_pixel_1413),
       .i_pixel_11    (i_pixel_1414),
       .i_x_ori       (X_CORDINATE_1[15:8]), 
       .i_y_ori       (Y_CORDINATE_1[15:8]),
       .i_x_ne        (X_CORDINATE_1), 
       .i_y_ne        (Y_CORDINATE_1),
       .o_result      (o_q_ne_1)
    ); 
    assign o_q_ne_2 = i_pixel_168; 
    bilinear_cal K_3(
      .i_pixel_00    (i_pixel_132),
      .i_pixel_01    (i_pixel_133),
      .i_pixel_10    (i_pixel_142),
      .i_pixel_11    (i_pixel_143),
      .i_x_ori       (X_CORDINATE_3[15:8]), 
      .i_y_ori       (Y_CORDINATE_3[15:8]),
      .i_x_ne        (X_CORDINATE_3), 
      .i_y_ne        (Y_CORDINATE_3),
      .o_result      (o_q_ne_3)
    ); 
    assign o_q_ne_4 = i_pixel_80; 
    bilinear_cal K_5(
      .i_pixel_00    (i_pixel_22),
      .i_pixel_01    (i_pixel_23),
      .i_pixel_10    (i_pixel_32),
      .i_pixel_11    (i_pixel_33),
      .i_x_ori       (X_CORDINATE_5[15:8]), 
      .i_y_ori       (Y_CORDINATE_5[15:8]),
      .i_x_ne        (X_CORDINATE_5), 
      .i_y_ne        (Y_CORDINATE_5),
      .o_result      (o_q_ne_5)
    ); 
    assign o_q_ne_6 = i_pixel_08; 
    bilinear_cal K_7(
      .i_pixel_00    (i_pixel_213),
      .i_pixel_01    (i_pixel_214),
      .i_pixel_10    (i_pixel_313),
      .i_pixel_11    (i_pixel_314),
      .i_x_ori       (X_CORDINATE_7[15:8]), 
      .i_y_ori       (Y_CORDINATE_7[15:8]),
      .i_x_ne        (X_CORDINATE_7), 
      .i_y_ne        (Y_CORDINATE_7),
      .o_result      (o_q_ne_7)
   ); 
endmodule    
</file>
<file path="run.sh">
#!/bin/bash
# OpenROAD 26Q1-2900-gdf79404cd8, Yosys 0.63+post, stock flow scripts
make -C /OpenROAD-flow-scripts/flow DESIGN_CONFIG=/design/flow/config.mk WORK_HOME=/design/flow/orfs finish
</file>
==> impl_results.rst <==
Physical design figures
=======================

.. list-table::
   :header-rows: 1

   * - Metric
     - Value
   * - Final critical path time including I/O delays and setup
     - 15.71 ns
   * - Initial standard-cell utilization of the core
     - around half
   * - Most used standard cells in the synthesized netlist
     - 828 x ha_1, 626 x inv_1, 281 x xnor2_1, 210 x a21oi_1, 203 x nor2_1
   * - Kind of end point of the critical path
     - primary output
   * - Max Cap Violations
     - 0
   * - Share of the synthesized area in the top cell type
     - between 30% and 40%
   * - Final hold vios
     - 0
   * - Area growth from synthesis to layout
     - 9.424%
   * - Total wirelength of the detailed-routed design
     - between 50000 and 60000 µm
   * - Number of warnings in the stage logs
     - 32
   * - Arrival time of data at the critical path endpoint
     - approximately 12 ns
   * - Count of pins over their slew limit
     - 0
   * - Synth area leaders
     - ha_1 38%, fa_1 11%, xnor2_1 9.0%
   * - First-pass iteration count of the detailed router
     - 5
   * - Register cell area after layout
     - 0 µm²
   * - Residual antenna-violating net count after detailed routing
     - 0
   * - Status
     - finished, final reports clean
   * - Most common cell in the synthesized netlist
     - ha_1
   * - Global-route wire length before repair
     - 93950 µm
   * - Number of DRC violations after detailed-routing iteration 0
     - approximately 600
   * - Number of sequential cells
     - 0
   * - Final worst-path cycle share
     - between 80 and 90%
   * - Placer's final routability congestion estimate
     - around 0.9
   * - Layout clock buffers
     - 0
   * - DRC errors left
     - 0
   * - Final setup fails
     - 0
   * - Number of global-route vias before repair
     - about 21000
   * - Vias per cell
     - 5.199
   * - Count of yosys warnings during synthesis
     - 1
   * - Row count
     - 85
   * - TNS Setup
     - 0 ns
   * - Cell count listed in synth_stat.txt
     - 3415
   * - Post-CTS repair timing setup buffer count
     - 0
   * - Sequential cell area fraction in the yosys report
     - 0%
   * - Chip area
     - approximately 56000 µm²
   * - Die boundary height
     - around 240 µm
   * - Post_cts resized
     - 0
   * - Worst hold-check path type
     - in2out
   * - Kind of start point of the critical path
     - input pin
   * - Count of buffers inserted at the top-level ports
     - 204
   * - Post-synth design cell area
     - between 20000 and 30000 µm²
   * - Maximum number of pins on one net before global-route repair
     - 9
   * - Logic area
     - about 25000 µm²
   * - HPWL Detailed
     - 50160 µm
   * - Max Clk Rate
     - about 64 MHz
   * - Antenna violations before repair
     - 6
   * - Transition time at the pin with the least slew margin
     - between 0.6 and 0.7 ns
   * - Via count of the routed design
     - roughly 22000
   * - Cell seen most often among critical-path stages
     - ha_1
   * - Post-synthesis area per instance
     - between 8 and 9 µm²
   * - Cell type with the largest total area after synthesis
     - ha_1
   * - Total routing usage reported by global routing
     - ~20%
   * - Distinct cells, synth
     - approximately 80
   * - Max-slew headroom
     - between 50% and 60%
   * - Setup repair after global routing missed its margin
     - no
   * - Drt wl/cell
     - between 10 and 15 µm
   * - Area figure in the yosys stat output
     - approximately 27000 µm²
   * - Fraction of final layout cells sized beyond drive strength 1
     - under 10%
   * - Critical path's largest stage delay
     - between 0.5 and 0.6 ns
   * - Core area
     - around 54000 µm²
   * - Overflow after GRT
     - 0
   * - Instance tally after logic synthesis
     - between 3000 and 4000
   * - Max FO, Critical Path
     - 6
   * - DIE WIDTH
     - between 200 and 250 µm
   * - CTS Hold Bufs
     - 0
   * - Required time at the endpoint of the critical path
     - between 10 and 15 ns
   * - Fill count
     - 4971
   * - Number of top-level design ports
     - around 290
   * - Max stage delay cell, worst path
     - clkdlybuf4s50_1
   * - Type of the setup path with the least slack
     - in2out
[metal layers]
metal	track usage [%]	share of wire [%]	vias up	wire, µm
met5	0	0.041	-	22
met4	1.633	0.65	4	350
met3	0.9192	2.3	24	1263
met2	32.97	45	222	24250
met1	30.94	52	10005	28020
li1	-	-	12000	-
[worst max-delay path, delay by kind of cell]
family          cells  cell delay [ns]
simple gates        9             1.86
xor+xnor            2             0.42
buf+inv             5             1.21
fa+ha+maj           9             3.00
compound gates     11             2.00
[cell families (layout without fill, tap and decap cells)]
logic type,Yosys count,count (layout),share of synthesized area [%]
mux,7,7,0.2600
xor+xnor,356,356,11.37
other cells,1,24,0.01367
compound gates,692,692,16.64
simple gates,692,692,12.51
buf+inv,683,830,10.06
fa+ha+maj,984,984,49.15
[stage by stage]
stage | utilization [%] | hold slack (ns) | area, µm² | std cells | setup WS (ns)
2_1_floorplan | - | 7.306 | 27500 | 3434 | 4.080
3_3_place_gp | 55.54 | 7.240 | 30010 | 4277 | 2.542
3_5_place_dp | 55.54 | 7.240 | 30010 | 4277 | 2.449
4_1_cts | 55.54 | 7.240 | 30010 | 4277 | 2.399
5_1_grt | 55.55 | 7.240 | 30010 | 4280 | 1.821
6_report | 55.56 | 7.240 | 30020 | 4281 | 2.386
[path summary, 6_finish.rpt]
kind                      startpoint            to  slack (ns)  cells after the start
worst min-delay path  i_pixel_816[1]   o_q_ne_0[1]        7.24                      0
worst max-delay path   i_pixel_23[3]  o_q_ne_5[17]        2.39                     36
[area by class of cell]
| type | count | share of cell area (%) |
|---|---|---|
| diodes | 4 | 0.03335 |
| multi-input cells | 2751 | 82.43 |
| well taps | 696 | 2.901 |
| repair buffers | 204 | 6.803 |
| inverters | 626 | 7.829 |
[cells in the final DEF, fill, tap and decap left out, types with 42 or more instances in the layout]
| master | Yosys | routed |
|---|---|---|
| a21oi_1 | 210 | 210 |
| nor2b_1 | 56 | 56 |
| xor2_1 | 75 | 75 |
| nand2_1 | 119 | 119 |
| o21bai_1 | 43 | 43 |
| clkdlybuf4s50_1 | 0 | 204 |
| ha_1 | 828 | 828 |
| o21ai_1 | 42 | 42 |
| a21o_1 | 82 | 82 |
| nand3_1 | 49 | 49 |
| inv_1 | 626 | 626 |
| nand2b_1 | 42 | 42 |
| xnor2_1 | 281 | 281 |
| fa_1 | 156 | 156 |
| nor2_1 | 203 | 203 |
| o21ai_0 | 105 | 105 |
| nor3_1 | 85 | 85 |
