`flow/run.sh`:
```
#!/bin/bash
# OpenROAD 26Q1-2900-gdf79404cd8, Yosys 0.63+post, stock flow scripts
make -C /OpenROAD-flow-scripts/flow DESIGN_CONFIG=/design/flow/config.mk WORK_HOME=/design/flow/orfs finish
```
`flow/config.mk`:
```
export PLATFORM = sky130hd
export DESIGN_NAME = interpolation_6
export DESIGN_NICKNAME = interpolation_6
export VERILOG_FILES = /design/flow/design.v
export SDC_FILE = /design/flow/constraint.sdc
export NUM_CORES = 4
export LEC_CHECK = 1
export CORE_UTILIZATION = 30
```
`flow/constraint.sdc`:
```
current_design interpolation_6

set clk_period 23.0
set clk_io_pct 0.2

create_clock -name clk0 -period $clk_period

set non_clock_inputs [all_inputs -no_clocks]
set_input_delay [expr $clk_period * $clk_io_pct] -clock clk0 $non_clock_inputs
set_output_delay [expr $clk_period * $clk_io_pct] -clock clk0 [all_outputs]
```
`flow/design.v`:
```
module bilinear_cal #(
    parameter WIDTH = 8,                                                                 
    parameter FIXED = 24                                                                 
) (
    input logic [WIDTH-1:0] i_pixel_00, i_pixel_01,                                      
    input logic [WIDTH-1:0] i_pixel_10, i_pixel_11,                                      
    input logic [WIDTH-1:0] i_x_ori, i_y_ori,                                            
    input logic [FIXED-1:0] i_x_ne, i_y_ne,                                              
    output logic [FIXED-1:0] o_result                                                    
);
    localparam ONE = 24'h000100 ;
    logic [FIXED-1:0] pixel_00_d, pixel_01_d; 
    logic [FIXED-1:0] pixel_10_d, pixel_11_d; 
    logic [FIXED-1:0] x_ori_d, y_ori_d; 
    logic [FIXED-1:0] x_y1_d; 
    logic [FIXED+8-1:0] x_y10_d, x_y11_d; 
    logic [FIXED-1:0] x_y2_d;
    logic [FIXED+8-1:0] x_y20_d, x_y21_d;
    logic [FIXED+8-1:0] x_y_0d, x_y_1d;
    assign pixel_00_d = {8'd0, i_pixel_00, 8'd0}; 
    assign pixel_01_d = {8'd0, i_pixel_01, 8'd0};
    assign pixel_10_d = {8'd0, i_pixel_10, 8'd0}; 
    assign pixel_11_d = {8'd0, i_pixel_11, 8'd0}; 
    assign x_ori_d    = {8'd0, i_x_ori, 8'd0}; 
    assign y_ori_d    = {8'd0, i_y_ori, 8'd0}; 
    always_comb begin
        x_y10_d = (x_ori_d + ONE - i_x_ne) * pixel_00_d; 
        x_y11_d = (i_x_ne - x_ori_d)       * pixel_01_d;
        x_y1_d  = x_y10_d[FIXED+8-1:WIDTH] + x_y11_d[FIXED+8-1:WIDTH]; 
        x_y20_d = (x_ori_d + ONE - i_x_ne) * pixel_10_d; 
        x_y21_d = (i_x_ne - x_ori_d)       * pixel_11_d; 
        x_y2_d  = x_y20_d[FIXED+8-1:WIDTH] + x_y21_d[FIXED+8-1:WIDTH];
        x_y_0d  =  (y_ori_d + ONE - i_y_ne) * x_y1_d; 
        x_y_1d  =  (i_y_ne - y_ori_d)       * x_y2_d;
        o_result = x_y_0d[FIXED+8-1:WIDTH]  + x_y_1d[FIXED+8-1:WIDTH];
    end 
endmodule 
module interpolation_6 #(
    parameter WIDTH = 8,                                                                                                                                
    parameter FIXED = 24                                                                                                                                
) (
    input logic [WIDTH-1:0]                                                 i_pixel_06,                                                                 
    input logic [WIDTH-1:0]             i_pixel_11, i_pixel_12,                                     i_pixel_110, i_pixel_1_11,                          
    input logic [WIDTH-1:0]             i_pixel_21, i_pixel_22,                                     i_pixel_210, i_pixel_211,                           
    input logic [WIDTH-1:0] i_pixel_60,                                                                                         i_pixel_612,            
    input logic [WIDTH-1:0]             i_pixel_101, i_pixel_102,                                   i_pixel_1010, i_pixel_1011,                         
    input logic [WIDTH-1:0]             i_pixel_11_1, i_pixel_112,                                  i_pixel_1110, i_pixel_1111,                         
    input logic [WIDTH-1:0]                                                i_pixel_126,                                                                 
    output logic [WIDTH-1:0] o_q_ne_0, o_q_ne_2, o_q_ne_4, o_q_ne_6,                                                                                    
    output logic [FIXED-1:0] o_q_ne_1, o_q_ne_3, o_q_ne_5, o_q_ne_7                                                                                     
);
   localparam X_CORDINATE_1 = 24'h000A3E, Y_CORDINATE_1 = 24'h000A3E; 
   localparam X_CORDINATE_3 = 24'h0001C2, Y_CORDINATE_3 = 24'h000A3E; 
   localparam X_CORDINATE_5 = 24'h0001C2, Y_CORDINATE_5 = 24'h0001C2;
   localparam X_CORDINATE_7 = 24'h000A3E, Y_CORDINATE_7 = 24'h0001C2;
    assign o_q_ne_0 = i_pixel_612; 
    bilinear_cal K_1(
       .i_pixel_00    (i_pixel_1010),
       .i_pixel_01    (i_pixel_1011),
       .i_pixel_10    (i_pixel_1110),
       .i_pixel_11    (i_pixel_1111),
       .i_x_ori       (X_CORDINATE_1[15:8]), 
       .i_y_ori       (Y_CORDINATE_1[15:8]),
       .i_x_ne        (X_CORDINATE_1), 
       .i_y_ne        (Y_CORDINATE_1),
       .o_result      (o_q_ne_1)
    ); 
    assign o_q_ne_2 = i_pixel_126; 
    bilinear_cal K_3(
      .i_pixel_00    (i_pixel_101),
      .i_pixel_01    (i_pixel_102),
      .i_pixel_10    (i_pixel_11_1),
      .i_pixel_11    (i_pixel_112),
      .i_x_ori       (X_CORDINATE_3[15:8]), 
      .i_y_ori       (Y_CORDINATE_3[15:8]),
      .i_x_ne        (X_CORDINATE_3), 
      .i_y_ne        (Y_CORDINATE_3),
      .o_result      (o_q_ne_3)
    ); 
    assign o_q_ne_4 = i_pixel_60; 
    bilinear_cal K_5(
      .i_pixel_00    (i_pixel_11),
      .i_pixel_01    (i_pixel_12),
      .i_pixel_10    (i_pixel_21),
      .i_pixel_11    (i_pixel_22),
      .i_x_ori       (X_CORDINATE_5[15:8]), 
      .i_y_ori       (Y_CORDINATE_5[15:8]),
      .i_x_ne        (X_CORDINATE_5), 
      .i_y_ne        (Y_CORDINATE_5),
      .o_result      (o_q_ne_5)
    ); 
    assign o_q_ne_6 = i_pixel_06; 
    bilinear_cal K_7(
      .i_pixel_00    (i_pixel_110),
      .i_pixel_01    (i_pixel_1_11),
      .i_pixel_10    (i_pixel_210),
      .i_pixel_11    (i_pixel_211),
      .i_x_ori       (X_CORDINATE_7[15:8]), 
      .i_y_ori       (Y_CORDINATE_7[15:8]),
      .i_x_ne        (X_CORDINATE_7), 
      .i_y_ne        (Y_CORDINATE_7),
      .o_result      (o_q_ne_7)
   ); 
endmodule    
```
==> qor.csv <==
stage,metric,value,unit
synth,ys_warn_count,1,
flow_run,drv_cap,0,
detailed_routing,wirelength,63.02,mm
place,portBuffers,204,
synth,simple_gate_share,8.945,%
place,placed_cells,5534,
critical_path,arrival,14.60,ns
synth,synth_cell_types,79,
die,rows,122,
synth,ys_seq_share,0,%
synth,syn_area,33850,um^2
layout,stdcell_count,5534,
status,status,"complete, no violations",
min_path,min_from,i_pixel_612[0],
global_route,grt_max_degree,10,
global_route,grt_pass1_wl,108.8,mm
global_route,overflow,0,
min_path,whs_path_depth,0,
clocking,holdBufCountCts,0,
timing,maxSlewHeadroom,36.63,%
min_path,hp-class,in -> out,
timing,rsz0062_at_grt,no,
timing,setup_viol,0,
layout,design_area,37450,um^2
timing,slew_viol_final,0,
die,die_w,337.9,um
place,dpl-instance-area,37450,um^2
timing,fmax,52.09,MHz
synth,syn_inst,3873,
critical_path,crit_type,in -> out,
critical_path,crit_start,i_pixel_1111[0],
timing,fin_crit,19.20,ns
synth,yosys_cells,3873,
layout,flop_area,0,um^2
layout,num-clock-buffers,0,
die,dieArea,114200,um^2
place,place_hpwl,59.47,mm
detailed_routing,wire_per_inst,11.39,um
detailed_routing,first_pass_iters,7,
min_path,holdPathEnd,o_q_ne_0[0],
synth,synth_area_per_cell,8.740,um^2
detailed_routing,first_iter_violations,671,
layout,utilization,33.65,%
detailed_routing,antenna_cells,0,
detailed_routing,drcViolationCount,0,
synth,compound_area_share,15.02,%
synth,synthXorXnorAreaFrac,11.99,%
layout,seq_cells,0,
synth,ys_sh_adder,55.98,%
timing,fin_crit_sh,83.47,%
layout,drive_gt1_share,1.335,%
synth,muxShareOfSynthArea,0,%
die,fp.coreArea,111300,um^2
global_route,track_usage,11.44,%
critical_path,cp-end-kind,output port,
die,fp_util,30.42,%
timing,worst_pin_slew,0.9437,ns
timing,tns,0,ns
layout,area_growth_syn_to_layout,10.63,%
critical_path,required,18.40,ns
detailed_routing,route.antenna.remaining_nets,0,
detailed_routing,num_vias,25370,
global_route,grt_pass1_vias,24020,
die,ios,288,
clocking,cts_resized,0,
critical_path,critPathMaxStageDelay,0.66,ns
critical_path,cpMaxStageDelayCell,a2111oi_0,
die,die_h,337.9,um
synth,synth_chip_area,33850,um^2
critical_path,start_kind,primary input,
detailed_routing,viasPerCell,4.584,
flow_run,warnings,92,
synth,logic_family,adder cells,
critical_path,cp_max_fo,6,
global_route,antenna_found_initial,1,
place,gp_congestion,0.8761,
timing,hold_violations,0,
clocking,postCtsSetupRepairBufs,0,
-- worst max-delay path, delay by kind of cell --
| family | cells | cell delay (ns) |
|---|---|---|
| xor gates and xnor gates | 5 | 0.86 |
| and+or+nand+nor | 3 | 0.63 |
| AOI/OAI and AO/OA | 14 | 3.16 |
| buffers and inverters | 5 | 1.15 |
| adders and majority gates | 10 | 4.19 |
-- cells in the mapped netlist (14+ instances only) --
cell | number | area, um^2
o21ai_0 | 153 | 765.7
or3_1 | 19 | 118.9
a21o_1 | 105 | 788.3
buf_4 | 52 | 390.4
nand2_1 | 121 | 454.2
a31oi_1 | 20 | 125.1
or2_2 | 14 | 87.58
inv_1 | 620 | 2327
nand2b_1 | 44 | 275.3
and3_1 | 21 | 131.4
fa_1 | 296 | 5926
nor2_1 | 192 | 720.7
a211oi_1 | 21 | 157.7
xnor2_1 | 334 | 2925
and2_1 | 17 | 106.4
a21boi_0 | 22 | 165.2
nor2b_1 | 64 | 400.4
nand3_1 | 50 | 250.2
xor2_1 | 106 | 928.4
nor3_1 | 47 | 235.2
ha_1 | 1036 | 12960
a21oi_1 | 239 | 1196
o21a_1 | 44 | 330.3
o21bai_1 | 55 | 412.9
-- cell families after synthesis --
family	count (synthesis)
xor+xnor	451
other cells	1
buf+inv	674
fa+ha+maj	1338
compound gates	787
simple gates	622
-- worst max path at each step --
stage	endpoint	slack [ns]	cells after the start
CTS	o_q_ne_5[18]	3.69	40
global route	o_q_ne_1[13]	2.90	38
finish	o_q_ne_1[13]	3.80	37
-- cells in the final DEF (no fill, tap or decap), types with 17 or more instances in the layout --
cell type,synthesis,routed
nand3_1,50,50
a31oi_1,20,20
o21bai_1,55,55
conb_1,1,20
o21ai_0,153,153
inv_1,620,620
a21boi_0,22,22
o21a_1,44,44
nor2b_1,64,64
nand2b_1,44,44
nor3_1,47,47
and3_1,21,21
nand2_1,121,121
and2_1,17,17
clkdlybuf4s50_1,0,204
fa_1,296,296
or3_1,19,19
a21o_1,105,105
a21oi_1,239,239
nor2_1,192,192
xor2_1,106,106
a211oi_1,21,21
ha_1,1036,1036
xnor2_1,334,334
-- final cells by class --
type / count / area, um^2
multi-input cells: 3218 / 31190
inverters: 622 / 2335
fillers: 11380 / 73830
well taps: 1488 / 1862
repair buffers: 206 / 2057
-- routing by layer --
layer / vias to the layer above / share of wire (%) / global-route usage (%) / routed length, um
met2: 221 / 47 / 19.63 / 29710
met3: 30 / 1.8 / 0.4844 / 1153
met1: 11580 / 50 / 16.83 / 31750
li1: 13540 / - / - / -
met4: 2 / 0.62 / 0.6643 / 392
met5: - / 0.021 / 0 / 13
-- through the flow --
stage	hold WS (ns)	setup slack, ns
finish	9.200	3.803
global route	9.200	2.898
CTS	9.200	3.692
detailed placement	9.200	3.747
global placement	9.200	3.814
floorplan	9.266	5.488
