### /design/flow/config.mk
export PLATFORM = sky130hd
export DESIGN_NAME = ni_rd_histogram
export DESIGN_NICKNAME = ni_rd_histogram
export VERILOG_FILES = /design/flow/design.v
export SDC_FILE = /design/flow/constraint.sdc
export NUM_CORES = 4
export LEC_CHECK = 1
export CORE_UTILIZATION = 30
export SYNTH_MEMORY_MAX_BITS = 65536
### /design/flow/constraint.sdc
current_design ni_rd_histogram

set clk_period 246.2
set clk_io_pct 0.2

create_clock -name clk0 -period $clk_period [get_ports {i_clk}]

set non_clock_inputs [all_inputs -no_clocks]
set_input_delay [expr $clk_period * $clk_io_pct] -clock clk0 $non_clock_inputs
set_output_delay [expr $clk_period * $clk_io_pct] -clock clk0 [all_outputs]
### /design/flow/design.v
module ni_rd_histogram #(
    parameter WIDTH = 8,                                                                
    parameter DEPTH = 256                                                               
) (
   input logic i_clk,                                                                   
   input logic i_update_enable,                                                         
   input logic [WIDTH-1:0] i_ni_result,                                                 
   input logic [WIDTH-1:0] i_rd_result,                                                 
   output logic [23:0] o_ni_read,                                                  
   output logic [23:0] o_rd_read                                                   
);
   bit [23:0] rdata_ni, rdata_rd;
   bit [23:0] dupdate_ni, dupdate_rd;  
   logic             update_enable_hold;
   ram #(
      .DATA_WIDTH    (24), 
      .ADDR_WIDTH    (8)
   )ni_memory(
      .i_data        (dupdate_ni),
      .i_addr        (i_ni_result),
      .i_wren        (update_enable_hold),
      .i_clk         (i_clk),
      .o_rdata       (rdata_ni)
   ); 
   ram #(
      .DATA_WIDTH    (24), 
      .ADDR_WIDTH    (8)
   )rd_memory(
      .i_data        (dupdate_rd),
      .i_addr        (i_rd_result),
      .i_wren        (update_enable_hold),
      .i_clk         (i_clk),
      .o_rdata       (rdata_rd)
   ); 
   always_ff @( posedge i_clk ) begin
      update_enable_hold <= i_update_enable; 
   end
   assign dupdate_ni = rdata_ni + 24'd1; 
   assign dupdate_rd = rdata_rd + 24'd1; 
   assign o_ni_read = rdata_ni; 
   assign o_rd_read = rdata_rd; 
endmodule
module ram #(
    parameter DATA_WIDTH=8,                                              
    parameter ADDR_WIDTH=6                                               
)(
	input [(DATA_WIDTH-1):0]        i_data,                              
	input [(ADDR_WIDTH-1):0]        i_addr,                              
	input                           i_wren,                              
    input                           i_clk ,                              
	output [(DATA_WIDTH-1):0]       o_rdata                              
);
	reg [DATA_WIDTH-1:0] ram[2**ADDR_WIDTH-1:0];
	reg [ADDR_WIDTH-1:0] addr_reg;
	always @ (posedge i_clk) begin
		if (i_wren)
			ram[i_addr] <= i_data;
		addr_reg <= i_addr;
	end
	assign o_rdata = ram[addr_reg];
endmodule
### /design/flow/run.sh
#!/bin/bash
# OpenROAD 26Q1-2900-gdf79404cd8, Yosys 0.63+post, stock flow scripts
make -C /OpenROAD-flow-scripts/flow DESIGN_CONFIG=/design/flow/config.mk WORK_HOME=/design/flow/orfs finish
==> summary.json <==
{
  "drt": {
    "routed_wl_um": 1450000,
    "detail_route.drc_violations": 0,
    "detail_route.wirelength.met1_um": 388000,
    "total_number_of_vias": 232000,
    "count_of_antenna_violating_nets_left_after_detailed_routing": 0,
    "drt-vias-per-instance": 5.22,
    "met3_wirelength_um": 312000,
    "first_iter_violations": 17300,
    "wl_met2_um": 663000,
    "dr.pass1.iters": 8,
    "avgRoutedWirePerCell_um": 32.7,
    "highest-signal-layer": "met5"
  },
  "synth": {
    "synth.avg_cell_area_um2": 22.7,
    "synth.ff_latch_count": 12300,
    "synth_cell_types": 95,
    "yosysChipArea_mm2": 0.474,
    "number_of_enable_flip_flop_cells": 12300,
    "postSynthCellCount": 20900,
    "synth_stat.cells": 20900,
    "postSynth.asyncResetShare": 0,
    "yosysSeqAreaShare": 0.779,
    "ff_type": "edfxtp_1",
    "mappedNetlistArea_mm2": 0.474,
    "ys_warn_count": 2
  },
  "placement": {
    "place.gp.congestion": 0.936,
    "place_area_mm2": 0.509,
    "io_buffers": 65,
    "place.detailed.hpwl_um": 844000
  },
  "clock_network": {
    "tritoncts.num_buffers": 1179,
    "post_cts_resized": 0,
    "cts_hold_repair.buffers": 0,
    "clock_latency_of_the_later_clocked_register_in_the_worst_skew_pair_ps": 1190,
    "path_clk_slew_ps": 70,
    "ctsLongestPathBuffers": 5,
    "cts.htree.levels": 7,
    "tritoncts": "yes",
    "clk_root_buffer_cell": "clkbuf_16",
    "cts_num_sinks": 12300,
    "cts.repair_timing.setup_buffer_count": 0
  },
  "power": {
    "powerDensity_mw_per_mm2": 8.30,
    "vdd_drop_max_mv": 0.00650,
    "p_leak_nw": 167
  },
  "worst_setup_path": {
    "worst_r2r_path_depth": 24,
    "slowest_delay_ps": 1100,
    "crit_path_max_fanout": 55,
    "worstSetupStartpointType": "flop",
    "slowest_stage": "o21ai_0",
    "timing.critical_path.max_delay_family": "buffers and inverters",
    "timing.setup.critical_path_class": "reg -> out",
    "critical_path.most_common_cell": "buf_4",
    "cp_cell_sequence": "buf_4 > buf_12 > buf_4 > buf_4 > buf_4 > mux4_2 > a22o_1 > a221oi_1 > buf_4 > o22ai_1 > o21ai_0 > buf_4 > nand4_1 > clkdlybuf4s50_1",
    "worst-path-stages": 14,
    "crit_arrival_ps": 9670,
    "r2r_end": "rd_memory.ram[48][6]$_DFFE_PP_",
    "timing.critical_path.to_type": "primary output",
    "r2r_setup_slack_ps": 234500,
    "worst-path-buf-inv": 8,
    "critPathCapture": "o_rd_read[20]",
    "worstPathRequired_ps": 196960
  },
  "floorplan": {
    "die_width_um": 1260,
    "io_pins": 66,
    "die_area_mm2": 1.59,
    "core-area_mm2": 1.58,
    "floorplan.die.height_um": 1260,
    "core_util_floorplan": 0.301,
    "row_count": 461
  },
  "layout": {
    "area.growth.synth_to_final_pct": 15.1,
    "finish.instance_area_mm2": 0.546,
    "layout.filler_cells": 143000,
    "final_layout_size_suffix_gt1_frac": 0.280
  },
  "outcome": {
    "violations_in_the_final_reports": "max-capacitance violations, max-slew violations",
    "run_status": "finished with violations"
  },
  "timing": {
    "timing.hold.ws_ps": 1150,
    "setup_total_negative_slack_ps": 0,
    "fin_worst_skew_ps": 107,
    "final-max-slew-violation-count": 6,
    "report.final.setup_viol": 0,
    "max-slew-margin-rel": -0.0701,
    "tightest_slew_ps": 1610,
    "finalCritPeriodShare": 0.239,
    "setup_repair_after_global_routing_missed_its_margin": "false",
    "maxClockFrequency_mhz": 17.0,
    "period_minus_slack_ps": 58910,
    "finalHoldViolCount": 0
  },
  "run": {
    "maxCapViolCount": 2,
    "number_of_openroad_warnings": 86
  },
  "global_route": {
    "largest_net_degree_at_the_start_of_global_routing": 185,
    "overflow": 0,
    "grt_pass1_vias": 253000,
    "globalRouteTotalUtil": 0.195,
    "grt_pass1_wl_um": 2000000,
    "grt_antenna_before_repair": 102
  },
  "hold_path": {
    "worst_hold_path_type": "reg -> reg",
    "hp-start": "update_enable_hold$_DFF_P_"
  }
}
layer usage:
layer / vias to the layer above / global-route usage
li1: 92600 / -
met1: 116000 / 0.172
met2: 19800 / 0.282
met3: 3398 / 0.192
met4: 174 / 0.0915
met5: - / 0.0266
how the worst min path moves through the flow:
stage,end,slack [ps],cells after the start
finish,rd_memory.ram[34][7]$_DFFE_PP_,1150,3
global route,rd_memory.ram[34][7]$_DFFE_PP_,1210,3
CTS,rd_memory.ram[34][7]$_DFFE_PP_,1170,3
through the flow:
step / setup slack, ps / power [mW] / instances / utilization
5_1_grt: 186910 / 4.65 / 44500 / 0.346
2_1_floorplan: 191140 / 2.69 / 20900 / -
4_1_cts: 187380 / 4.55 / 44400 / 0.346
6_report: 187290 / 4.53 / 44500 / 0.346
3_5_place_dp: 188640 / 2.80 / 42300 / 0.323
3_3_place_gp: 188730 / 2.79 / 42300 / 0.323
logic make-up (layout without fill, tap and decap cells):
| family | count (synthesis) | count (layout) | share of synthesized area |
|---|---|---|---|
| compound gates | 1822 | 1822 | 0.0272 |
| xor+xnor | 44 | 44 | 0.000813 |
| buf+inv | 1227 | 3600 | 0.0181 |
| other cells | 0 | 133 | 0 |
| fa+ha+maj | 2 | 2 | 0.0000528 |
| simple gates | 1529 | 1529 | 0.0148 |
| mux | 4001 | 4001 | 0.160 |
| flops | 12300 | 12300 | 0.779 |
cell usage after synthesis, drive strengths merged (6+ instances only):
| library cell | number | share of area |
|---|---|---|
| o22ai | 94 | 0.0012 |
| a311oi | 15 | 0.00035 |
| o2111ai | 21 | 0.00039 |
| a2111oi | 15 | 0.00028 |
| and2 | 31 | 0.00041 |
| a221oi | 95 | 0.0018 |
| a21oi | 393 | 0.0041 |
| a22o | 80 | 0.0015 |
| o311ai | 7 | 0.00013 |
| nor4 | 45 | 0.00070 |
| a22oi | 771 | 0.012 |
| edfxtp | 12300 | 0.78 |
| nand2b | 31 | 0.00041 |
| o221ai | 34 | 0.00063 |
| o211ai | 22 | 0.00035 |
| nor2b | 69 | 0.00091 |
| nor3b | 6 | 0.00011 |
| mux2 | 35 | 0.00083 |
| or3b | 6 | 0.00011 |
| nand2 | 366 | 0.0029 |
| a31oi | 27 | 0.00036 |
| clkbuf | 374 | 0.0035 |
| and3 | 25 | 0.00033 |
| inv | 29 | 0.00023 |
| mux2i | 1138 | 0.024 |
| a2bb2oi | 6 | 0.00011 |
| nand4 | 65 | 0.00090 |
| o21ai | 86 | 0.00091 |
| o41ai | 40 | 0.00074 |
| or4 | 9 | 0.00014 |
| or2 | 16 | 0.00021 |
| nor3 | 62 | 0.00069 |
| xnor2 | 40 | 0.00074 |
| nand3 | 147 | 0.0016 |
| a211o | 6 | 0.00011 |
| and4 | 6 | 0.00011 |
| nand3b | 6 | 0.000095 |
| nor2 | 622 | 0.0049 |
| buf | 823 | 0.014 |
| a32oi | 35 | 0.00065 |
| a211oi | 37 | 0.00062 |
| mux4 | 2828 | 0.14 |
| dfxtp | 17 | 0.00072 |
worst min-delay path: stages (launching register included):
cell and delay, ps:
dfxtp_2 310, buf_4 260, nand3_2 160, nor2_2 180
area by class of cell:
cell class / instances / area (µm²) / share of cell area
inverter: 29 / 144 / 0.000264
antenna: 133 / 333 / 0.000610
multi-input combinational: 7398 / 101000 / 0.185
clock buffer: 1456 / 31400 / 0.0575
clock inverter: 624 / 5590 / 0.0102
timing repair buffer: 1491 / 11800 / 0.0216
sequential: 12300 / 369000 / 0.677
tap: 21100 / 26400 / 0.0483
sequential cells by signal, indices dropped and copies added (netlist names), named ones only:
signal              cells
rd_memory.ram        6144
ni_memory.ram        6144
update_enable_hold      1
power by group:
part | switching (mW) | total (mW) | internal (mW)
logic | 0.260 | 0.343 | 0.0830
registers | 0.00248 | 2.42 | 2.41
clock network | 0.776 | 1.77 | 0.997
total | 1.04 | 4.53 | 3.49
placed cells by master, fill, tap and decap left out, types with 34 or more instances in the layout:
cell type,netlist,layout
nor2_4,0,442
nor2b_1,69,36
nand3_1,147,130
mux4_1,144,144
mux4_2,2684,2684
a22oi_1,771,771
inv_6,0,39
clkinv_2,0,181
nor2_2,2,81
o221ai_1,34,34
bufinv_16,0,86
a32oi_1,35,35
a21oi_1,393,391
clkinv_1,0,248
buf_4,155,1389
clkbuf_16,0,1218
buf_12,92,34
nand4_1,63,63
nor3_1,60,41
nand2_1,366,339
o22ai_1,94,94
o21ai_0,85,81
diode_2,0,133
mux2i_1,1138,1138
edfxtp_1,12300,12300
a221oi_1,95,95
xnor2_2,0,40
clkdlybuf4s50_1,0,65
nor2_1,620,99
clkbuf_1,343,238
mux2_2,35,35
a22o_1,80,80
Power and IR drop assume default switching activity.
